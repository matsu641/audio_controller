--- /design/flow/design.v ---
module FSM(
    input Clock,
    input Reset, Enable,
    input [2:0] input_signal,
    output reg green_hor, yellow_hor, red_hor,
    output reg green_ver, yellow_ver, red_ver,
    output reg walk_hor, countdown_hor, stop_hor,
    output reg walk_ver, countdown_ver, stop_ver
    );
    reg [3:0] current_state, next_state;
    localparam  STOP_HORIZONTAL           = 4'd0,
                SH_HOLD                   = 4'd1,
                GO_HORIZONTAL             = 4'd2,
                GH_HOLD                   = 4'd3,
                COUNTDOWN_HORIZONTAL      = 4'd4,
                CH_HOLD                   = 4'd5,
                YELLOW_HORIZONTAL         = 4'd6,
                YH_HOLD                   = 4'd7,     
                STOP_VERTICAL             = 4'd8,
                SV_HOLD                   = 4'd9,
                GO_VERTICAL               = 4'd10,
                GV_HOLD                   = 4'd11,
                COUNTDOWN_VERTICAL        = 4'd12,
                CV_HOLD                   = 4'd13,
                YELLOW_VERTICAL           = 4'd14,
                YV_HOLD                   = 4'd15;  
    always @ (*) 
    if(Reset) next_state = SH_HOLD;
    else
    begin: state_table
    if(input_signal == 3'b000)      next_state = GV_HOLD;
    else if(input_signal == 3'b001) next_state = YV_HOLD;
    else if(input_signal == 3'b010) next_state = GH_HOLD;
    else if(input_signal == 3'b011) next_state = YH_HOLD;
    else if(input_signal == 3'b100) next_state = SV_HOLD;
    else if(input_signal == 3'b101) next_state = SH_HOLD;
    else begin
            case (current_state)
                STOP_HORIZONTAL: 
                    next_state = Enable ? STOP_HORIZONTAL : SH_HOLD;
                SH_HOLD: 
                    next_state = Enable ? GO_HORIZONTAL : SH_HOLD;
                GO_HORIZONTAL:
                    next_state = Enable ? GO_HORIZONTAL : GH_HOLD;
                GH_HOLD:
                    next_state = Enable ? COUNTDOWN_HORIZONTAL : GH_HOLD;
                COUNTDOWN_HORIZONTAL:
                    next_state = Enable ? COUNTDOWN_HORIZONTAL : CH_HOLD;
                CH_HOLD:
                    next_state = Enable ? YELLOW_HORIZONTAL : CH_HOLD;
                YELLOW_HORIZONTAL:
                    next_state = Enable ? YELLOW_HORIZONTAL : YH_HOLD;
                YH_HOLD:
                    next_state = Enable ? STOP_VERTICAL : YH_HOLD;                
                STOP_VERTICAL: 
                    next_state = Enable ? STOP_VERTICAL : SV_HOLD;
                SV_HOLD: 
                    next_state = Enable ? GO_VERTICAL : SV_HOLD;
                GO_VERTICAL:
                    next_state = Enable ? GO_VERTICAL : GV_HOLD;
                GV_HOLD:
                    next_state = Enable ? COUNTDOWN_VERTICAL : GV_HOLD;
                COUNTDOWN_VERTICAL:
                    next_state = Enable ? COUNTDOWN_VERTICAL : CV_HOLD;
                CV_HOLD:
                    next_state = Enable ? YELLOW_VERTICAL : CV_HOLD;
                YELLOW_VERTICAL:
                    next_state = Enable ? YELLOW_VERTICAL : YV_HOLD;
                YV_HOLD:
                    next_state = Enable ? STOP_HORIZONTAL : YV_HOLD;
            default:     next_state = SH_HOLD;
        endcase
    end
    end  
    always @ (posedge Clock)  
    begin: enable_signals
        green_hor = 1'b0;
        yellow_hor = 1'b0;
        red_hor = 1'b0;
        green_ver = 1'b0;
        yellow_ver = 1'b0;
        red_ver = 1'b0;
        walk_hor = 1'b0;         
        countdown_hor = 1'b0;    
        stop_hor = 1'b0;         
        walk_ver = 1'b0;         
        countdown_ver = 1'b0;    
        stop_ver = 1'b0;         
        case (current_state)
            STOP_HORIZONTAL: begin  
                red_hor = 1'b1;
                stop_hor = 1'b1;
                red_ver = 1'b1;
                stop_ver = 1'b1;
            end
            SH_HOLD: begin  
                red_hor = 1'b1;
                stop_hor = 1'b1;
                red_ver = 1'b1;
                stop_ver = 1'b1;
            end
            STOP_VERTICAL: begin  
                red_hor = 1'b1;
                stop_hor = 1'b1;
                red_ver = 1'b1;
                stop_ver = 1'b1;
            end
            SV_HOLD: begin  
                red_hor = 1'b1;
                stop_hor = 1'b1;
                red_ver = 1'b1;
                stop_ver = 1'b1;
            end
            GO_HORIZONTAL: begin
                green_hor = 1'b1;
                walk_hor = 1'b1;
                red_ver = 1'b1;
                stop_ver = 1'b1;
            end
            GH_HOLD: begin
                green_hor = 1'b1;
                walk_hor = 1'b1;
                red_ver = 1'b1;
                stop_ver = 1'b1;
            end
            COUNTDOWN_HORIZONTAL: begin
                green_hor = 1'b1;  
                countdown_hor = 1'b1;  
                red_ver = 1'b1;
                stop_ver = 1'b1;
            end
            CH_HOLD: begin
                green_hor = 1'b1;  
                countdown_hor = 1'b1;  
                red_ver = 1'b1;
                stop_ver = 1'b1;
            end
            YELLOW_HORIZONTAL: begin
                yellow_hor = 1'b1;  
                stop_hor = 1'b1;  
                red_ver = 1'b1;
                stop_ver = 1'b1;
            end
            YH_HOLD: begin
                yellow_hor = 1'b1;  
                stop_hor = 1'b1;  
                red_ver = 1'b1;
                stop_ver = 1'b1;
            end
            GO_VERTICAL: begin
                red_hor = 1'b1;
                stop_hor = 1'b1;
                green_ver = 1'b1;
                walk_ver = 1'b1;
            end
            GV_HOLD: begin
                red_hor = 1'b1;
                stop_hor = 1'b1;
                green_ver = 1'b1;
                walk_ver = 1'b1;
            end
            COUNTDOWN_VERTICAL: begin
                red_hor = 1'b1;
                stop_hor = 1'b1;
                green_ver = 1'b1;  
                countdown_ver = 1'b1;  
            end
            CV_HOLD: begin
                red_hor = 1'b1;
                stop_hor = 1'b1;
                green_ver = 1'b1;  
                countdown_ver = 1'b1;  
            end
            YELLOW_VERTICAL: begin
                red_hor = 1'b1;
                stop_hor = 1'b1;
                yellow_ver = 1'b1;  
                stop_ver = 1'b1;  
            end
            YV_HOLD: begin
                red_hor = 1'b1;
                stop_hor = 1'b1;
                yellow_ver = 1'b1;  
                stop_ver = 1'b1;  
            end
        endcase
    end  
    always @ (posedge Clock)  
    begin: state_FFs
        current_state <= next_state;
    end  
endmodule
module lights_datapath(
    input Clock,
    input Reset,
    input green_hor, yellow_hor, red_hor,
    input green_ver, yellow_ver, red_ver,
    output reg [2:0] colour_hor, colour_ver, out_signal
    );
    localparam  RED = 3'b100,
                YELLOW = 3'b110,
                GREEN = 3'b010;
    always @ (*) begin
        if(Reset) begin
            colour_hor <= RED;
            colour_ver <= RED;
        end
        if(red_hor) colour_hor <= RED;
        else if(green_hor) colour_hor <= GREEN;
        else if(yellow_hor) colour_hor <= YELLOW;
        if(red_ver) colour_ver <= RED;
        else if(green_ver) colour_ver <= GREEN;
        else if(yellow_ver) colour_ver <= YELLOW;
        if(green_ver) out_signal       <= 3'b000;
        else if(yellow_ver) out_signal <= 3'b001;
        else if(green_hor)  out_signal <= 3'b010;
        else if(yellow_hor) out_signal <= 3'b011;
        else out_signal <= 3'b100;
    end
endmodule
module crosswalk_datapath
#(parameter CLOCK_FREQUENCY = 50000000)(
    input ClockIn,
    input Reset,
    input walk_hor, countdown_hor, stop_hor,
    input walk_ver, countdown_ver, stop_ver,
    output reg go_h, stop_h, go_v, stop_v
    );
    wire countOn;
    rate_divider #(CLOCK_FREQUENCY / 2) crosswalk_count(.ClockIn(ClockIn), .Reset(Reset), .Enable(countOn));
    always @ (posedge countOn) begin
        if(Reset) begin
            stop_h <= 1'b1;
            go_h <= 1'b0;
            stop_v <= 1'b1;
            go_v <= 1'b0;
        end
        if(stop_hor) begin
            stop_h <= 1'b1;
            go_h <= 1'b0;
        end
        else if(walk_hor) begin
            stop_h <= 1'b0;
            go_h <= 1'b1;
        end
        else if(countdown_hor) begin
            stop_h <= ~stop_h;
            go_h <= 1'b0;
        end
        if(stop_ver) begin
            stop_v <= 1'b1;
            go_v <= 1'b0;
        end
        else if(walk_ver) begin
            stop_v <= 1'b0;
            go_v <= 1'b1;
        end
        else if(countdown_ver) begin
            stop_v <= ~stop_v;
            go_v <= 1'b0;
        end
    end
endmodule
module countdown_hex_decoder(Enable, c, dispR, dispL);
    input Enable;
    input [4:0] c;
    output reg [6:0] dispR, dispL;
    always @ (*)
    begin
        if(!Enable || c > 6'd25) begin
            dispR = 7'b1111111;
            dispL = 7'b1111111;
        end else begin
        dispR[0] = ~((c[4]|c[3]|c[2]|c[1]|c[0]) & (c[4]|c[3]|c[2]|c[1]|~c[0]) & (c[4]|c[3]|~c[2]|c[1]|c[0]) & (c[4]|~c[3]|c[2]|~c[1]|~c[0]) & (c[4]|~c[3]|~c[2]|~c[1]|c[0]) & (~c[4]|c[3]|~c[2]|c[1]|~c[0]) & (~c[4]|~c[3]|c[2]|c[1]|c[0]));
        dispR[1] = ~((c[4]|c[3]|c[2]|c[1]|c[0]) & (c[4]|c[3]|~c[2]|c[1]|~c[0]) & (c[4]|c[3]|~c[2]|~c[1]|c[0]) & (c[4]|~c[3]|~c[2]|~c[1]|~c[0]) & (~c[4]|c[3]|c[2]|c[1]|c[0]) & (~c[4]|~c[3]|c[2]|c[1]|~c[0]));
        dispR[2] = ~((c[4]|c[3]|c[2]|c[1]|c[0]) & (c[4]|c[3]|c[2]|~c[1]|c[0]) & (c[4]|~c[3]|~c[2]|c[1]|c[0]) & (~c[4]|c[3]|~c[2]|~c[1]|c[0]));
        dispR[3] = ~((c[4]|c[3]|c[2]|c[1]|c[0]) & (c[4]|c[3]|c[2]|c[1]|~c[0]) & (c[4]|c[3]|~c[2]|c[1]|c[0]) & (c[4]|~c[3]|c[2]|~c[1]|~c[0]) & (c[4]|~c[3]|~c[2]|~c[1]|c[0]) & (~c[4]|c[3]|~c[2]|c[1]|~c[0]) & (~c[4]|~c[3]|c[2]|c[1]|c[0]) & (c[4]|c[3]|~c[2]|~c[1]|~c[0]) & (~c[4]|c[3]|c[2]|c[1]|~c[0]));
        dispR[4] = ~((c[4]|c[3]|c[2]|c[1]|c[0]) & (c[4]|c[3]|c[2]|c[1]|~c[0]) & (c[4]|c[3]|~c[2]|c[1]|c[0]) & (c[4]|~c[3]|c[2]|~c[1]|~c[0]) & (c[4]|~c[3]|~c[2]|~c[1]|c[0]) & (~c[4]|c[3]|~c[2]|c[1]|~c[0]) & (~c[4]|~c[3]|c[2]|c[1]|c[0]) & (c[4]|c[3]|~c[2]|~c[1]|~c[0]) & (~c[4]|c[3]|c[2]|c[1]|~c[0]) & (c[4]|c[3]|~c[2]|c[1]|~c[0]) & (c[4]|~c[3]|~c[2]|~c[1]|~c[0]) & (~c[4]|~c[3]|c[2]|c[1]|~c[0]) & (c[4]|c[3]|c[2]|~c[1]|~c[0]) & (c[4]|~c[3]|c[2]|c[1]|~c[0]) & (c[4]|~c[3]|~c[2]|c[1]|~c[0]) & (~c[4]|c[3]|c[2]|~c[1]|~c[0]) & (~c[4]|c[3]|~c[2]|~c[1]|~c[0]));
        dispR[5] = ~((c[4]|c[3]|c[2]|c[1]|c[0]) & (c[4]|c[3]|c[2]|c[1]|~c[0]) & (c[4]|~c[3]|c[2]|~c[1]|~c[0]) & (~c[4]|c[3]|~c[2]|c[1]|~c[0]) & (c[4]|c[3]|~c[2]|~c[1]|~c[0]) & (~c[4]|c[3]|c[2]|c[1]|~c[0]) & (c[4]|c[3]|c[2]|~c[1]|~c[0]) & (c[4]|~c[3]|~c[2]|c[1]|~c[0]) & (~c[4]|c[3]|~c[2]|~c[1]|~c[0]) & (c[4]|c[3]|c[2]|~c[1]|c[0]) & (c[4]|~c[3]|~c[2]|c[1]|c[0]) & (~c[4]|c[3]|~c[2]|~c[1]|c[0]));
        dispR[6] = ~((c[4]|c[3]|c[2]|c[1]|c[0]) & (c[4]|c[3]|c[2]|c[1]|~c[0]) & (c[4]|~c[3]|c[2]|~c[1]|~c[0]) & (~c[4]|c[3]|~c[2]|c[1]|~c[0]) & (c[4]|c[3]|~c[2]|~c[1]|~c[0]) & (~c[4]|c[3]|c[2]|c[1]|~c[0]) & (c[4]|~c[3]|c[2]|~c[1]|c[0]) & (~c[4]|c[3]|~c[2]|c[1]|c[0]));
        dispL[0] = ((~c[4]|c[3]|~c[2]|c[1]|c[0]) & (~c[4]|c[3]|~c[2]|c[1]|~c[0]) & (~c[4]|c[3]|~c[2]|~c[1]|c[0]) & (~c[4]|c[3]|~c[2]|~c[1]|~c[0]) & (~c[4]|~c[3]|c[2]|c[1]|c[0]) & (~c[4]|~c[3]|c[2]|c[1]|~c[0]));
        dispL[2] = ((c[4]|~c[3]|c[2]|~c[1]|c[0]) & (c[4]|~c[3]|c[2]|~c[1]|~c[0]) & (c[4]|~c[3]|~c[2]|c[1]|c[0]) & (c[4]|~c[3]|~c[2]|c[1]|~c[0]) & (c[4]|~c[3]|~c[2]|~c[1]|c[0]) & (c[4]|~c[3]|~c[2]|~c[1]|~c[0]) & (~c[4]|c[3]|c[2]|c[1]|c[0]) & (~c[4]|c[3]|c[2]|c[1]|~c[0]) & (~c[4]|c[3]|c[2]|~c[1]|c[0]) & (~c[4]|c[3]|c[2]|~c[1]|~c[0]));
        dispL[1] = dispL[0] & dispL[2];
        dispL[3] = dispL[0];
        dispL[4] = dispL[0];
        dispL[5] = 1'b1;
        dispL[6] = dispL[0];
        end
    end
endmodule
module rate_divider
#(parameter CLOCK_FREQUENCY = 50000000) (input ClockIn, input Reset, output reg Enable);
    wire [31:0] highest;
    reg [31:0] countdown;
    assign highest = CLOCK_FREQUENCY - 1;
    always @ (posedge ClockIn)
        begin
            if(Reset || countdown == 32'b0) countdown <= highest;
            else countdown <= countdown - 1;
        end
    always @ (*)
    begin
        if(countdown != 32'b0) Enable <= 1'b0;
        else Enable <= 1'b1;
    end
endmodule
module display_counter(
        input Clock, Reset, Enable,
        input red, yellow, green, countdown,
        input [1:0] num_of_cars,
        output reg [4:0] CounterValue,
        output reg done
        );
    reg [5:0] highest;
    always @ (posedge Clock)
    begin
        done <= 1'b0;
        if(yellow) begin
            highest = 5'd3;
        end
        else if (green) begin
            case (num_of_cars)
                2'd0: highest = 5'd5;
                2'd1: highest = 5'd5;
                2'd2: highest = 5'd10;
                2'd3: highest = 5'd15;
            endcase
        end
        else if (countdown) begin
            case (num_of_cars)
                2'd0: highest = 5'd10;
                2'd1: highest = 5'd15;
                2'd2: highest = 5'd20;
                2'd3: highest = 5'd25;
            endcase
        end
        else highest = 5'd3;  
        if(Reset) CounterValue = highest;
        else if(Enable) begin 
            done <= 1'b0;
            if (CounterValue == 5'b0) CounterValue = highest;
            else CounterValue <= CounterValue - 1;
        end
        else if (CounterValue == 5'b0) begin
            done <= 1'b1;
        end
        else CounterValue <= CounterValue;
    end
endmodule
module colour_hex_decoder(c, display);
    input [2:0] c;
    output [6:0] display;
    assign display[0] = (c[2]&c[1]&c[0]) | (c[2]&c[1]&~c[0]) | (~c[2]&c[1]&c[0]);
    assign display[1] = (~c[2]&c[1]&~c[0]) | (~c[2]&~c[1]&c[0]) | (c[2]&c[1]&c[0]);
    assign display[2] = (c[2]&~c[1]&c[0]) | (c[2]&c[1]&c[0]);
    assign display[3] = (~c[2]&~c[1]&~c[0]) | (c[2]&c[1]&~c[0]) | (~c[2]&c[1]&c[0]) | (c[2]&c[1]&c[0]);
    assign display[4] = ~(c[2]&~c[1]&c[0]);
    assign display[5] = ~((~c[2]&c[1]&~c[0]) | (~c[2]&c[1]&c[0]));
    assign display[6] = (~c[2]&~c[1]&~c[0]) | (c[2]&c[1]&~c[0]) | (c[2]&c[1]&c[0]);
endmodule
--- /design/flow/run.sh ---
#!/bin/bash
# OpenROAD 26Q1-2900-gdf79404cd8, Yosys 0.63+post, stock flow scripts
make -C /OpenROAD-flow-scripts/flow DESIGN_CONFIG=/design/flow/config.mk WORK_HOME=/design/flow/orfs finish
--- /design/flow/config.mk ---
export PLATFORM = sky130hd
export DESIGN_NAME = countdown_hex_decoder
export DESIGN_NICKNAME = countdown_hex_decoder
export VERILOG_FILES = /design/flow/design.v
export SDC_FILE = /design/flow/constraint.sdc
export NUM_CORES = 4
export LEC_CHECK = 1
export CORE_AREA = 10 10 70 70
export DIE_AREA = 0 0 80 80
--- /design/flow/constraint.sdc ---
current_design countdown_hex_decoder

set clk_period 2.7
set clk_io_pct 0.2

create_clock -name clk0 -period $clk_period

set non_clock_inputs [all_inputs -no_clocks]
set_input_delay [expr $clk_period * $clk_io_pct] -clock clk0 $non_clock_inputs
set_output_delay [expr $clk_period * $clk_io_pct] -clock clk0 [all_outputs]
==> Flow_metrics.wiki <==
== Implementation results ==
{| class="wikitable"
! Metric !! Value
|-
| Fraction of the cycle the final worst path needs || 0.9448
|-
| Max-cap violations || 0
|-
| Hold Crit Depth || 5
|-
| Achievable Freq || 0.3920 GHz
|-
| Number of antenna-violating nets in the routed design || 0
|-
| Startpoint of the lowest-slack hold path || c[2]
|-
| Estimated wirelength of the detail-placed design || 1236 um
|-
| Core utilization before placement || 0.1403
|-
| Chip Area, Yosys || 479.2 um^2
|-
| Placement Rows || 21
|-
| Maximum number of pins on one net before global-route repair || 23
|-
| Global-route wire length before repair || 2780 um
|-
| Area of the die || 0.006400 mm^2
|-
| Final Hold Vio Count || 0
|-
| Clk pwr share || 0
|-
| Number of max-slew violations in the final report || 0
|-
| Total placed cells including tap cells || 154
|-
| Category of the critical setup timing path || input port to output port
|-
| Post-Place Setup Slack || -0.06021 ns
|-
| Cell taking the most area after synthesis || buf_4
|-
| Y dimension of the die || 80 um
|-
| First-pass DRT Iterations || 4
|-
| Area of the mapped netlist || 479.2 um^2
|-
| Number of antenna violations at the first check in global routing || 0
|-
| Static leakage power || 0.4192 nW
|-
| Area added between synthesis and finish || 99.74%
|-
| Number of buffer cells added on primary ports || 19
|-
| Proportion of total power due to net switching || 0.4173
|-
| Overflow after GRT || 0
|-
| Most popular library cell in the synthesized design by count || o21ai_1
|-
| Post-Synthesis Mean Instance Area || 6.066 um^2
|-
| Maximum vdd ir drop || 0.05806 mV
|-
| Internal Dissipation || 0.00007971 W
|-
| Clock period minus final worst setup slack || 2.551 ns
|-
| Portion of total power attributed to sequential cells || 0
|-
| Clock buffer count || 0
|-
| FF+latch area || 0 um^2
|-
| Detailed-route wire length per cell || 11.53 um
|-
| Total Negative Setup Slacks || 0 ns
|-
| Registers || 0
|-
| Kind of end point of the critical path || output port
|-
| Area fraction in and, or, nand and nor cells after synthesis || 0.3603
|-
| Share of cells above drive strength 1 || 0.3362
|-
| Placeable core region || 0.003416 mm^2
|-
| Count of unique library cells instantiated by Yosys || 32
|-
| Via count of the first global-routing pass || 610
|-
| Data required, critical path || 2.16 ns
|-
| Area fraction in xor and xnor cells || 0.01828
|-
| Unrepaired setup endpoints after global routing || no
|-
| Final worst-path setup slack || 0.1492 ns
|-
| Vias || 685
|-
| Number of inserted diodes || 0
|-
| DRT Wirelength || 1868 um
|-
| Syn. warnings || 1
|-
| Residual DRC count || 0
|-
| 1st-iter DRT viols || 39
|-
| Top cells by count || o21ai_1, a21oi_1, buf_2, buf_4
|-
| Cell count listed in synth_stat.txt || 79
|-
| Cell types occupying the most area after synthesis || buf_4, o21ai_1, nor2b_1
|-
| CP Max Fanout || 10
|-
| Final instance count without filler cells || 162
|-
| Sequential element share of the synthesized area || 0
|-
| Boundary pin count || 20
|-
| Combinational power share || 1.000
|-
| Main logic family after synthesis || simple AND/OR/NAND/NOR gates
|-
| Sw Pwr || 0.00005707 W
|-
| Power Dens Cells || 142.9 mW/mm^2
|-
| Multiplexer share of the synthesized area || 0.04178
|-
| WP data arrival || 2.01 ns
|-
| Die Span X || 80 um
|-
| GP Congestion || 0.7905
|-
| Area fraction in compound gates after synthesis || 0.3525
|-
| Post-Route Hold Slack || 1.737 ns
|-
| Element type at the critical path start || input port
|-
| Adder-cell share of the synthesized area || 0
|-
| Worst min-delay path class || input port to output port
|-
| Min-Delay Endpoint || dispL[4]
|-
| Tool warnings || 32
|-
| Total global-route track usage || 0.05010
|-
| Fraction of post-synthesis cell area in the top cell type by area || 0.09399
|-
| Hold buffers post-CTS || 0
|-
| Outcome || finished, final reports clean
|-
| Cells after synthesis || 79
|-
| Setup violators final || 0
|-
| Number of vias per cell || 4.228
|}
==> layout by cell type, fill, tap and decap left out, types with 2 or more instances in the layout <==
master,count
o21a_1,2
buf_4,24
o21ai_0,2
nand2_1,5
dlymetal6s2s_1,6
inv_1,2
nor3_1,5
buf_6,4
dlygate4sd2_1,5
clkdlybuf4s50_1,8
mux2i_1,2
nand2b_1,2
nor2b_2,2
a21oi_1,6
o221ai_1,2
nor2_1,4
nor2b_1,3
nand3_1,2
o21ai_1,8
nor3b_1,2
buf_2,2
==> logic make-up (layout without fill, tap and decap cells) <==
logic type                after synthesis  after routing
AOI/OAI and AO/OA                      27             27
buffers and inverters                  16             53
and+or+nand+nor                        32             32
xor gates and xnor gates                1              1
muxes                                   2              2
other                                   1              1
==> area by class of cell <==
cell class / instances / area, um^2
fillers: 376 / 2459
multi-input cells: 63 / 412.9
inverters: 2 / 7.507
repair buffers: 51 / 479.2
well taps: 46 / 57.56
==> critical path, stage by stage <==
cell	delay (ns)
clkdlybuf4s50_1	0.72
nor3b_1	0.24
o21ai_1	0.09
clkdlybuf4s50_1	0.42
==> how the worst max path moves through the flow <==
stage                  start       end  slack, ns
after CTS               c[0]  dispR[5]      0.007
after global routing  Enable  dispR[5]       0.05
final                 Enable  dispR[4]       0.15
==> timing repair <==
item | in CTS | in global routing
setup endpoints to repair | 6 | 8
setup buffers | 0 | 4
resized | 11 | 11
pin swaps | 1 | 2
cloned | 1 | 3
endpoints found under the hold margin | 0 | 0
==> power groups by stage <==
stage / clock network [W] / registers, W / logic, W
final: 0 / 0 / 0.000137
after global routing: 0 / 0 / 0.000151
after CTS: 0 / 0 / 0.000125
==> stage by stage <==
| step | power (W) | cell area (um^2) | utilization |
|---|---|---|---|
| after floorplan | 0.00005868 | 479.2 | - |
| after global placement | 0.0001219 | 822.0 | 0.2407 |
| after detailed placement | 0.0001217 | 822.0 | 0.2407 |
| after CTS | 0.0001245 | 852.1 | 0.2495 |
| after global routing | 0.0001507 | 957.2 | 0.2802 |
| final | 0.0001368 | 957.2 | 0.2802 |
==> routing by layer <==
metal  up-vias  share of wire  global-route usage
met3         0          0.060            0.007955
li1        354              -                   -
met5         -              0                   0
met1       313           0.50             0.07251
met4         0              0                   0
met2        18           0.44             0.08026
No activity file was given, so power comes from the tool's default toggle rates.
